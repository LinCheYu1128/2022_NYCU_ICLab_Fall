$ cat ./design.v
module HD(
	code_word1,
	code_word2,
	out_n
);
input  [6:0]code_word1, code_word2;
output reg signed[5:0] out_n;
wire temp1, temp2, temp3;
wire temp4, temp5, temp6;
reg code_word1_errorbit;
reg code_word2_errorbit;
reg signed [3:0] c1;
reg signed [3:0] c2;
wire signed [4:0] neg_c2 ;
wire signed [4:0] cc1;
wire signed [5:0] cc2;
wire a, b;
assign a = code_word1[3] ^ code_word1[2] ^ code_word1[1] ^code_word1[0];
assign b = code_word2[3] ^ code_word2[2] ^ code_word2[1] ^code_word2[0];
assign temp1 = code_word1[6] ^ code_word1[0] ^ a;
assign temp2 = code_word1[5] ^ code_word1[1] ^ a;
assign temp3 = code_word1[4] ^ code_word1[2] ^ a;
assign temp4 = code_word2[6] ^ code_word2[0] ^ b;
assign temp5 = code_word2[5] ^ code_word2[1] ^ b;
assign temp6 = code_word2[4] ^ code_word2[2] ^ b;
always @(*) begin
	if(temp1 & temp2 & temp3)begin
		code_word1_errorbit = code_word1[3];
	end else if (temp1 ^ temp2 ^ temp3) begin
		if(temp1)begin
			code_word1_errorbit = code_word1[6];
		end else if (temp2)begin
			code_word1_errorbit = code_word1[5];
		end else begin
			code_word1_errorbit = code_word1[4];
		end
	end else if(!temp1)begin
		code_word1_errorbit = code_word1[0];
	end else if (!temp2) begin
		code_word1_errorbit = code_word1[1];
	end else begin
		code_word1_errorbit = code_word1[2];
	end
end
always @(*) begin
	if(temp1 & temp2 & temp3)begin
		c1 = {~code_word1[3],code_word1[2:0]};
	end else if (temp1 ^ temp2 ^ temp3) begin
		c1 = {code_word1[3:0]};
	end else if(!temp1)begin
		c1 = {code_word1[3:1],~code_word1[0]};
	end else if (!temp2) begin
		c1 = {code_word1[3:2],~code_word1[1],code_word1[0]};
	end else begin
		c1 = {code_word1[3],~code_word1[2],code_word1[1:0]};
	end
end
always @(*) begin
	if(temp4 & temp5 & temp6)begin
		code_word2_errorbit = code_word2[3];
	end else if (temp4 ^ temp5 ^ temp6) begin
		if(temp4)begin
			code_word2_errorbit = code_word2[6];
		end else if (temp5)begin
			code_word2_errorbit = code_word2[5];
		end else begin
			code_word2_errorbit = code_word2[4];
		end
	end else if(!temp4)begin
		code_word2_errorbit = code_word2[0];
	end else if (!temp5) begin
		code_word2_errorbit = code_word2[1];
	end else begin
		code_word2_errorbit = code_word2[2];
	end
end
always @(*) begin
	if(temp4 & temp5 & temp6)begin
		c2 = {~code_word2[3],code_word2[2:0]};
	end else if (temp4 ^ temp5 ^ temp6) begin
		c2 = {code_word2[3:0]};
	end else if(!temp4)begin
		c2 = {code_word2[3:1],~code_word2[0]};
	end else if (!temp5) begin
		c2 = {code_word2[3:2],~code_word2[1],code_word2[0]};
	end else begin
		c2 = {code_word2[3],~code_word2[2],code_word2[1:0]};
	end
end
assign cc1 = (!code_word1_errorbit)? c1<<1: c1;
assign neg_c2 = (code_word1_errorbit^code_word2_errorbit)? -c2:c2;
assign cc2 = (code_word1_errorbit)? neg_c2<<1: neg_c2;
always @(*) begin
	out_n = cc1 + cc2;
end
endmodule
$ cat ./run.sh
#!/bin/bash
# OpenROAD 26Q1-2900-gdf79404cd8, Yosys 0.63+post, stock flow scripts
make -C /OpenROAD-flow-scripts/flow DESIGN_CONFIG=/design/flow/config.mk WORK_HOME=/design/flow/orfs finish
$ cat ./config.mk
export PLATFORM = sky130hd
export DESIGN_NAME = HD
export DESIGN_NICKNAME = HD
export VERILOG_FILES = /design/flow/design.v
export SDC_FILE = /design/flow/constraint.sdc
export NUM_CORES = 4
export LEC_CHECK = 1
export CORE_AREA = 10 10 85 85
export DIE_AREA = 0 0 95 95
$ cat ./constraint.sdc
current_design HD

set clk_period 8.2
set clk_io_pct 0.2

create_clock -name clk0 -period $clk_period

set non_clock_inputs [all_inputs -no_clocks]
set_input_delay [expr $clk_period * $clk_io_pct] -clock clk0 $non_clock_inputs
set_output_delay [expr $clk_period * $clk_io_pct] -clock clk0 [all_outputs]
==> metrics.yaml <==
status:
  outcome: "finished, final reports clean"
final_timing:
  worstMarginPinSlew_ns: 0.3888
  slew_viol_final: 0
  setup_tns_ns: 0
  post-route-min-period_ns: 7.818
  rsz0062_at_grt: "false"
  hold_viol_final: 0
  slew-limit-headroom_pct: 73.89
  timing.final.crit_share_pct: 95.34
  setup_ws_ns: 0.3819
  fmax_ghz: 0.1279
  finalSetupViolCount: 0
floorplan:
  die_h_microns: 95
  rows: 27
  die_x_microns: 95
  chipArea_sq_um: 9025
  core_region_area_sq_um: 5473
  io_pins: 20
  floorplanUtilization_pct: 19.64
synth:
  synth.top_cell.area_share_pct: 14.67
  syn_area_sq_um: 1075
  ys_top_cells_by_count: "xnor2_1, xor2_1, nand3_1"
  ys_seq_share_pct: 0
  yosysChipArea_sq_um: 1075
  avgSynthCellArea_sq_um: 7.569
  top_cells_by_area: "xnor2_1, xor2_1, ha_1"
  synth.distinct_cells: 40
  ys_cells: 142
  synthCells: 142
  yosysWarnings: 1
  top_area_cell: "xnor2_1"
  top_cell: "xnor2_1"
grt:
  grt_remaining_overflow: 0
  grt_pass1_wl_microns: 3857
  antenna_found_initial: 0
  grt_pass1_vias: 909
  grt.total_usage_pct: 4.895
  grt_max_degree: 11
final_layout:
  drive_above_1_share_pct: 16.36
  clkbuf_count: 0
  flops: 0
  area_delta_synth_final_pct: 35.97
  instances_no_fill: 237
  seq_area_sq_um: 0
  fin_area_sq_um: 1461
  final_util_pct: 26.70
placement:
  place_area_sq_um: 1400
  dp.cells: 237
  gp_congestion: 0.8056
  hpwl_microns: 1963
  io_buffer_count: 20
  dp_slack_ns: 0.09032
worst_setup_path:
  critPathArrivalTime_ns: 6.18
  critical_path.max_fanout: 8
  slowest_stage: "clkdlybuf4s50_1"
  crit_path_start_kind: "input port"
  crit_chain: "clkdlybuf4s50_1 > buf_4 > xnor3_1 > xor2_2 > inv_1 > ha_4 > nand2b_1 > mux2i_4 > nand3_1 > xnor2_2 > inv_1 > ha_1 > mux2_2 > nor2_1 > a21oi_1 > ha_1 > a21o_1 > a21oi_2 > o21bai_1 > a21oi_1 > xnor2_1 > xnor2_1 > clkdlybuf4s50_1"
  cpPeakStageDelay_ns: 0.52
  required_ns: 6.56
  endpoint_kind: "primary output"
  path_class: "in -> out"
clocking:
  ctsHoldBuffers: 0
route:
  dr.pass1.iters: 4
  vias: 1012
  wl_microns: 2280
  insertedDiodeCount: 0
  drc: 0
  viasPerCell: 4.270
  wl_per_cell_microns: 9.620
  drtAntennaViolNets: 0
  drtIter0Drc: 15
power_and_ir_drop:
  p_per_area_nw_per_um2: 327.0
  p_leak_uw: 0.0006267
  vdd_drop_max_v: 0.0001573
worst_hold_path:
  holdCritPathClass: "in -> out"
flow_run:
  warnings: 32
  cap_violations: 0
==> cells by family (layout without fill, tap and decap cells) <==
kind of cell	Yosys count	after routing	synth area share, %
AOI/OAI and AO/OA	24	24	15.95
xor gates and xnor gates	35	35	31.08
muxes	13	13	12.57
adders and majority gates	10	10	12.11
and+or+nand+nor	45	45	21.42
buffers and inverters	15	38	6.868
==> power breakdown <==
| part | internal (uW) | switching, uW | total (uW) |
|---|---|---|---|
| combinational | 282 | 196 | 478 |
| sequential | 0 | 0 | 0 |
| clock | 0 | 0 | 0 |
==> routing by layer <==
metal  global-route usage (%)  part of all wire, %  up-vias
li1                         -                    -      545
met1                    6.872                   53      451
met2                    8.753                   46       16
met3                        0                  1.3        0
met4                        0                    0        0
met5                        0                    0        -
==> through the flow <==
step,total power (uW),hold slack (ns)
3_3_place_gp,465.7,4.817
6_report,477.9,4.455
5_1_grt,536.9,4.577
3_5_place_dp,467.9,4.807
4_1_cts,470.7,4.823
2_1_floorplan,269.2,3.739
==> worst paths after layout <==
check                startpoint  slack, ns        to  depth (start not counted)
hold / removal    code_word2[3]       4.46  out_n[5]                          5
setup / recovery  code_word2[2]       0.38  out_n[5]                         23
==> repair_timing <==
action | 4_1_cts | 5_1_grt
buffers inserted | 0 | 0
endpoints found under the hold margin | 0 | 0
endpoints found under the setup margin | 0 | 2
gates resized | 0 | 9
==> critical path: cells and delay by family <==
kind / cells / cell delay [ns]
xor gates and xnor gates: 5 / 0.88
adders and majority gates: 3 / 0.88
AOI/OAI and AO/OA: 5 / 0.67
muxes: 2 / 0.44
buffers and inverters: 5 / 1.35
and+or+nand+nor: 3 / 0.31
==> final cells by class <==
class	count	area, sq um
inverters	7	26.28
well taps	72	90.09
multi-input cells	127	1060
repair buffers	31	285.3
fillers	596	4011
==> placed cells by master (no fill, tap or decap), types with 2 or more instances in the layout <==
cell / n
ha_1: 7
mux2_2: 4
nand3_1: 11
clkdlybuf4s50_1: 19
a21o_1: 2
or3_1: 2
mux2i_1: 8
inv_1: 7
xor2_1: 12
a21oi_1: 9
nand4_1: 2
o21ai_0: 3
and3_1: 2
a31oi_1: 2
xnor2_1: 17
xor2_2: 3
buf_4: 11
xnor3_1: 2
nor2_1: 10
nand2_1: 8
Power figures rest on the tool's default switching activity, not on a simulated workload.
