$ cat ./design.v
module B2BCD_IP #(parameter WIDTH = 4, parameter DIGIT = 2)(
    Binary_code,
    BCD_code
);
input  [WIDTH-1: 0]   Binary_code;
output [4*DIGIT-1: 0]    BCD_code;
wire [4*DIGIT-1: 0] shift_result [2:WIDTH-1];
wire [4*DIGIT-1: 0]   add_result [2:WIDTH-2];
genvar i, j;
generate
    for(i=2; i<WIDTH; i=i+1)begin : loop_shift
        if(i==2)begin
            assign shift_result[i] = {{(4*DIGIT-3){1'b0}}, Binary_code[WIDTH-1 : WIDTH-3]};
        end
        else begin
            assign shift_result[i] = {add_result[i-1][4*DIGIT-2: 0], Binary_code[WIDTH-i-1]};
        end   
    end
    for(i=2; i<WIDTH-1; i=i+1)begin : loop_add1
        for(j=0; j<DIGIT; j=j+1)begin
            assign add_result[i][4*j+3:4*j] = (shift_result[i][4*j+3:4*j] > 4)? shift_result[i][4*j+3:4*j] + 3 : shift_result[i][4*j+3:4*j]; 
        end      
    end
endgenerate
assign BCD_code = shift_result[WIDTH-1];
endmodule
module UT_TOP (
    clk, 
    rst_n, 
    in_valid, 
    in_time,
    out_valid, 
    out_display, 
    out_day
);
input        clk, rst_n, in_valid;
input [30:0] in_time;
output reg       out_valid;
output reg [3:0] out_display;
output reg [2:0] out_day;
reg  [3:0]  current_state, next_state;
parameter IDLE       = 4'd0  ;
parameter INPUT      = 4'd1  ;
parameter CAL_16YEAR = 4'd2  ;
parameter CAL_4YEAR  = 4'd3  ;
parameter CAL_YEAR   = 4'd4  ;
parameter CAL_MONTH  = 4'd5  ;
parameter CAL_DAY    = 4'd6  ;
parameter CAL_4HOUR  = 4'd7  ;
parameter CAL_HOUR   = 4'd8  ;
parameter CAL_15MIN  = 4'd9  ;
parameter CAL_MIN    = 4'd10 ;
parameter CAL_SEC    = 4'd11 ;
parameter OUT        = 4'd12 ;
parameter time_16years      = 31'd504921600;   
parameter time_4years       = 31'd126230400;   
parameter time_common_years = 31'd31536000;    
parameter time_leap_years   = 31'd31622400;    
parameter time_odd_month    = 31'd2678400;     
parameter time_even_month   = 31'd2592000;     
parameter time_leap_month   = 31'd2505600;     
parameter time_com_month    = 31'd2419200;     
parameter time_day          = 31'd86400;       
parameter time_4hour        = 31'd14400;       
parameter time_hour         = 31'd3600;        
parameter time_15minute     = 31'd900;         
parameter time_minute       = 31'd60;          
reg [3:0] counter;
reg [30:0] in_time_reg;
reg leap;
reg [10:0] year;
reg [3:0]  month;
reg [4:0]  day;
reg [4:0]  hour;
reg [5:0]  minute;
reg [5:0]  second;
wire [10:0] temp_year;
wire [3:0]  temp_month;
wire [2:0]  week;
reg  [10:0] Binary_code;
wire [15:0] BCD_code;
assign temp_year =  (month < 3)? year-1 : year;
assign temp_month = (month < 3)? month + 12 : month;
assign week = (day + 2*temp_month + 3*(temp_month + 1)/5 + temp_year + temp_year/4 - temp_year/100 + temp_year/400 + 1) % 7;
B2BCD_IP #(11, 4) I_B2BCD_IP ( .Binary_code(Binary_code), .BCD_code(BCD_code) );
always @(*)begin
    case (counter)
        0 : Binary_code = year; 
        1 : Binary_code = year;
        2 : Binary_code = year;
        3 : Binary_code = year;
        4 : Binary_code = {7'b0, month};
        5 : Binary_code = {7'b0, month};
        6 : Binary_code = {6'b0, day};
        7 : Binary_code = {6'b0, day};
        8 : Binary_code = {6'b0, hour};
        9 : Binary_code = {6'b0, hour};
        10: Binary_code = {5'b0, minute};
        11: Binary_code = {5'b0, minute};
        12: Binary_code = {5'b0, second};
        13: Binary_code = {5'b0, second};  
    endcase
end
always @(*) begin
    leap = (year[1:0] == 2'b00)? 1: 0;
end
always @(posedge clk or negedge rst_n) begin
    if(!rst_n)begin
        in_time_reg <= 0;
    end
    else if(in_valid)begin
        in_time_reg <= in_time;
    end
    else if(next_state == CAL_16YEAR)begin
        in_time_reg <= (in_time_reg < time_16years)? in_time_reg : in_time_reg - time_16years;
    end
    else if(next_state == CAL_4YEAR)begin
        in_time_reg <= (in_time_reg < time_4years)? in_time_reg : in_time_reg - time_4years;
    end
    else if(next_state == CAL_YEAR)begin
        if(leap)
            in_time_reg <= (in_time_reg < time_leap_years)? in_time_reg : in_time_reg - time_leap_years;
        else
            in_time_reg <= (in_time_reg < time_common_years)? in_time_reg : in_time_reg - time_common_years;
    end
    else if(next_state == CAL_MONTH)begin
        if(month == 2 && leap) 
            in_time_reg <= (in_time_reg < time_leap_month)? in_time_reg: in_time_reg - time_leap_month;
        else if(month == 2 && !leap) 
            in_time_reg <= (in_time_reg < time_com_month)? in_time_reg: in_time_reg - time_com_month;
        else if(month == 1 || month == 3 || month == 5  || month == 7 || month == 8 || month == 10 || month == 12) 
            in_time_reg <= (in_time_reg < time_odd_month)? in_time_reg: in_time_reg - time_odd_month;
        else 
            in_time_reg <= (in_time_reg < time_even_month)? in_time_reg: in_time_reg - time_even_month;
    end
    else if(next_state == CAL_DAY)begin
        in_time_reg <= (in_time_reg < time_day)? in_time_reg: in_time_reg - time_day;
    end
    else if(next_state == CAL_4HOUR)begin
        in_time_reg <= (in_time_reg < time_4hour)? in_time_reg: in_time_reg - time_4hour;
    end
    else if(next_state == CAL_HOUR)begin
        in_time_reg <= (in_time_reg < time_hour)? in_time_reg: in_time_reg - time_hour;
    end
    else if(next_state == CAL_15MIN)begin
        in_time_reg <= (in_time_reg < time_15minute)? in_time_reg: in_time_reg - time_15minute;
    end
    else if(next_state == CAL_MIN)begin
        in_time_reg <= (in_time_reg < time_minute)? in_time_reg: in_time_reg - time_minute;
    end
end
always @(posedge clk or negedge rst_n) begin
    if(!rst_n)begin
        year <= 'd1970;
    end
    else if(next_state == CAL_16YEAR)begin
        year <= (in_time_reg < time_16years)? year: year + 'd16;
    end
    else if(next_state == CAL_4YEAR)begin
        year <= (in_time_reg < time_4years)? year: year + 'd4;
    end
    else if(next_state == CAL_YEAR)begin
        if(leap)
            year <= (in_time_reg < time_leap_years)? year: year + 'd1;
        else
            year <= (in_time_reg < time_common_years)? year: year + 'd1;
    end
    else if(next_state == IDLE)begin
        year <= 'd1970;
    end
end
always @(posedge clk or negedge rst_n) begin
    if(!rst_n)begin
        month <= 'd1;
    end
    else if(next_state == CAL_MONTH)begin
        if(month == 2 && leap) 
            month <= (in_time_reg < time_leap_month)? month: month + 'd1;
        else if(month == 2 && !leap) 
            month <= (in_time_reg < time_com_month)? month: month + 'd1;
        else if(month == 1 || month == 3 || month == 5  || month == 7 || month == 8 || month == 10 || month == 12)
            month <= (in_time_reg < time_odd_month)? month: month + 'd1;
        else 
            month <= (in_time_reg < time_even_month)? month: month + 'd1;
    end
    else if(next_state == IDLE)begin
        month <= 'd1;
    end
end
always @(posedge clk or negedge rst_n) begin
    if(!rst_n)begin
        day <= 'd1;
    end
    else if(next_state == CAL_DAY)begin
        day <= (in_time_reg < time_day)? day : day + 'd1;
    end
    else if(next_state == IDLE)begin
        day <= 'd1;
    end
end
always @(posedge clk or negedge rst_n) begin
    if(!rst_n)begin
        hour <= 'd0;
    end
    else if(next_state == CAL_4HOUR)begin
        hour <= (in_time_reg < time_4hour)? hour : hour + 'd4;
    end
    else if(next_state == CAL_HOUR)begin
        hour <= (in_time_reg < time_hour)? hour : hour + 'd1;
    end
    else if(next_state == IDLE)begin
        hour <= 'd0;
    end
end
always @(posedge clk or negedge rst_n) begin
    if(!rst_n)begin
        minute <= 'd0;
    end
    else if(next_state == CAL_15MIN)begin
        minute <= (in_time_reg < time_15minute)? minute : minute + 'd15;
    end
    else if(next_state == CAL_MIN)begin
        minute <= (in_time_reg < time_minute)? minute : minute + 'd1;
    end
    else if(next_state == IDLE)begin
        minute <= 'd0;
    end
end
always @(*)begin
    second = in_time_reg[5:0];
end
always @(posedge clk or negedge rst_n) begin
    if(!rst_n)begin
        counter <= 'd0;
    end
    else if(next_state == OUT)begin
        counter <= counter + 1;
    end
    else if(next_state == IDLE)begin
        counter <= 'd0;
    end
end
always@(posedge clk or negedge rst_n)begin
    if(!rst_n)begin
        current_state <= IDLE;
    end
    else begin
        current_state <= next_state;
    end
end
always@(*)begin
    if(!rst_n)
        next_state = IDLE ;
    else begin
        case(current_state)
        IDLE:
            next_state = (!in_valid)? IDLE : INPUT;
        INPUT:
            next_state = CAL_16YEAR;
        CAL_16YEAR:
            next_state = (in_time_reg < time_16years)? CAL_4YEAR : CAL_16YEAR;
        CAL_4YEAR:
            next_state = (in_time_reg < time_4years)? CAL_YEAR : CAL_4YEAR;
        CAL_YEAR:begin
            if(leap) 
                next_state = (in_time_reg < time_leap_years)? CAL_MONTH : CAL_YEAR;
            else 
                next_state = (in_time_reg < time_common_years)? CAL_MONTH : CAL_YEAR;
        end
        CAL_MONTH:begin
            if(month == 2 && leap) 
                next_state = (in_time_reg < time_leap_month)? CAL_DAY : CAL_MONTH;
            else if(month == 2 && !leap) 
                next_state = (in_time_reg < time_com_month)? CAL_DAY : CAL_MONTH;
            else if(month == 1 || month == 3 || month == 5  || month == 7 || month == 8 || month == 10 || month == 12) 
                next_state = (in_time_reg < time_odd_month)? CAL_DAY : CAL_MONTH;
            else 
                next_state = (in_time_reg < time_even_month)? CAL_DAY : CAL_MONTH;
        end 
        CAL_DAY:
            next_state = (in_time_reg < time_day)? CAL_4HOUR : CAL_DAY;  
        CAL_4HOUR:
            next_state = (in_time_reg < time_4hour)? CAL_HOUR : CAL_4HOUR;
        CAL_HOUR:
            next_state = (in_time_reg < time_hour)? CAL_15MIN : CAL_HOUR;
        CAL_15MIN:
            next_state = (in_time_reg < time_15minute)? CAL_MIN : CAL_15MIN;
        CAL_MIN:
            next_state = (in_time_reg < time_minute)? OUT : CAL_MIN;
        OUT:
            next_state = (counter == 14)? IDLE : OUT;
        default :
            next_state = IDLE ;
        endcase
    end
end
always @(posedge clk or negedge rst_n) begin
    if (!rst_n) out_valid <= 'd0;
    else if(next_state == OUT) out_valid <= 'd1;
	else out_valid <= 'd0; 
end
always @(posedge clk or negedge rst_n) begin
	if (!rst_n) out_display <= 'd0;
    else if(next_state == OUT)begin
        case (counter)
            0 : out_display <= BCD_code[15:12];
            1 : out_display <= BCD_code[11:8];
            2 : out_display <= BCD_code[7:4];
            3 : out_display <= BCD_code[3:0];
            4 : out_display <= BCD_code[7:4];
            5 : out_display <= BCD_code[3:0];
            6 : out_display <= BCD_code[7:4];
            7 : out_display <= BCD_code[3:0];
            8 : out_display <= BCD_code[7:4];
            9 : out_display <= BCD_code[3:0];
            10: out_display <= BCD_code[7:4];
            11: out_display <= BCD_code[3:0];
            12: out_display <= BCD_code[7:4];
            13: out_display <= BCD_code[3:0];
        endcase
    end 
	else out_display <= 'd0;
end
always @(posedge clk or negedge rst_n) begin
	if (!rst_n) out_day <= 'd0;
    else if(next_state == OUT) out_day <= week;
	else out_day <= 'd0;
end
endmodule
$ cat ./run.sh
#!/bin/bash
# OpenROAD 26Q1-2900-gdf79404cd8, Yosys 0.63+post, stock flow scripts
make -C /OpenROAD-flow-scripts/flow DESIGN_CONFIG=/design/flow/config.mk WORK_HOME=/design/flow/orfs finish
$ cat ./config.mk
export PLATFORM = sky130hd
export DESIGN_NAME = UT_TOP
export DESIGN_NICKNAME = UT_TOP
export VERILOG_FILES = /design/flow/design.v
export SDC_FILE = /design/flow/constraint.sdc
export NUM_CORES = 4
export LEC_CHECK = 1
export CORE_UTILIZATION = 30
$ cat ./constraint.sdc
current_design UT_TOP

set clk_period 26.9
set clk_io_pct 0.2

create_clock -name clk0 -period $clk_period [get_ports {clk}]

set non_clock_inputs [all_inputs -no_clocks]
set_input_delay [expr $clk_period * $clk_io_pct] -clock clk0 $non_clock_inputs
set_output_delay [expr $clk_period * $clk_io_pct] -clock clk0 [all_outputs]
==> metrics.yaml <==
status: "complete, no violations"
finalNonFillerCells: 2707
cts-buffers-inserted: 9
unclocked_regs: 11
yosys_warnings: 2
edf_count: 0
criticalPathCategory: "reg2reg"
dpl.hpwl_um: 35770
largest_reg_flops: 31
topCombFamilyByArea: "AND-OR/OR-AND gates"
async_reset_ff_share_pct: 88.66
crit_path_frequent_cell: "ha_1"
wirelength_um: 47820
fa_ha_area_share_pct: 14.54
cts_resized: 0
cts_setup_buffers: 0
antennaDiodeCount: 0
start_kind: "flip-flop"
path_clk_slew_ns: 0.06
first_global_vias: 14330
netlist.area_leader.share_pct: 12.67
syn_avg_cell_area_um2: 7.217
ys_sh_aoi_pct: 30.63
holdPathEnd: "minute[5]$_DFFE_PN0P_"
untimed_endpoints: 11
ys.flop_type: "dfrtp_1"
hold_depth: 1
synth-seq-cells: 97
tightestPinTransition_ns: 0.9013
fin_crit_sh_pct: 66.50
first_pass_iters: 6
port_buffers: 41
synth_area_mm2: 0.01501
syn_inst: 2080
cap_violations: 0
synthXorXnorAreaFrac_pct: 6.518
relSlewSlack_pct: 39.69
dieArea_mm2: 0.05094
hold_class: "reg2reg"
grt_pass1_wl_um: 77380
pin_count: 42
drc_errors: 0
area_growth_syn_to_layout_pct: 8.660
r2r_start: "month[2]$_DFFE_PN0P_"
lay_top_cells: "nand2_1, nor2_1, o21ai_0"
warnings: 81
slowest_stage: "ha_1"
max_freq_ghz: 0.05590
comb_area_mm2: 0.01174
setup_viol: 0
antenna_found_initial: 0
ys_sh_mux_pct: 3.734
cts_tree: "yes"
min_period_ns: 17.89
cts-root-buf: "clkbuf_16"
endpoint_kind: "flip-flop"
tns_ns: 0
final_common_cell: "nand2_1"
via_per_inst: 5.750
grt_use_total_pct: 19.20
hp-start: "minute[5]$_DFFE_PN0P_"
synth_cell_types: 95
slew_violations: 0
n_fill_cell: 5154
drt_iter0_drc: 1276
seq_area_mm2: 0.002330
vias: 15570
top_cells_by_area: "dfrtp_1, ha_1, nand2_1"
drive_gt1_share_pct: 5.482
fp_util_pct: 30.54
final_hold_viol_count: 0
fp.coreArea_mm2: 0.04915
dpl.cell_count: 2691
cts_buffer_depth: 2
grt_max_degree: 57
r2r_cells: 69
cp_max_fo: 23
rr_endpoint: "out_day[1]$_DFF_PN0_"
r2r_setup_slack_ns: 9.01
grt_overflow: 0
die_x_um: 225.7
cp.required_ns: 27.16
postCtsHoldBufs: 0
top_area_cell: "dfrtp_1"
crit_start: "month[2]$_DFFE_PN0P_"
rsz0062_at_grt: "no"
max_stage_delay_ns: 0.60
ys_cells: 2080
clk_latency_ns: 0.37
avgRoutedWirePerCell_um: 17.67
finalWeightedCongestion: 0.9583
htreeDepth: 3
clock_skew_ns: 0.009938
simple_gate_share_pct: 22.67
die_h_um: 225.7
worstPathArrival_ns: 18.15
antenna_left: 0
ys_area_mm2: 0.01501
num_rows: 81
[worst max-delay path, delay by kind of cell (launching register included)]
kind            cells  cell delay (ns)
compound gates     22             5.13
fa+ha+maj          14             4.84
simple gates       18             4.58
buf+inv             8             1.08
xor+xnor            4             0.99
mux                 3             0.70
flops               1             0.45
[worst max path at each step]
stage	endpoint	cells after the start
after CTS	out_day[1]$_DFF_PN0_	69
after global routing	out_day[1]$_DFF_PN0_	69
final	out_day[1]$_DFF_PN0_	69
[per-stage QoR]
| step | setup WS (ns) | cell area, µm² | util (%) | hold WS (ns) |
|---|---|---|---|---|
| floorplan | 10.66 | 15010 | - | 0.4383 |
| global placement | 9.751 | 16000 | 32.54 | 0.4707 |
| detailed placement | 9.233 | 16000 | 32.54 | 0.4694 |
| CTS | 9.102 | 16310 | 33.19 | 0.4781 |
| global route | 7.438 | 16310 | 33.19 | 0.5077 |
| finish | 9.011 | 16310 | 33.19 | 0.4761 |
[metal layers]
metal  routed length [µm]  part of all wire (%)  global-route usage [%]  vias to the layer above
li1                     -                     -                       -                     7548
met5                    0                     0                       0                        -
met4                 1513                   3.2                   5.311                        0
met3                 3521                   7.4                   2.999                       90
met2                20920                    44                   29.26                      622
met1                21860                    46                   28.30                     7305
[cell families after synthesis]
family | Yosys count
latches | 11
adder cells (fa/ha/maj) | 162
AND/OR/NAND/NOR | 725
XOR/XNOR | 110
flip-flops | 86
AND-OR/OR-AND | 685
buffers and inverters | 248
multiplexers | 53
[cell usage after synthesis (16+ instances only)]
cell type  number
nand2_1       212
nor2_1        199
o21ai_0       156
a21oi_1       155
ha_1          132
inv_1         122
clkbuf_1      108
dfrtp_1        76
xnor2_1        75
nor3_1         70
nand3_1        69
a31oi_1        35
xor2_1         33
mux2i_1        32
a22oi_1        29
a21o_1         27
o211ai_1       27
and3_1         25
o31ai_1        24
fa_1           23
a211oi_1       20
and2_1         20
mux2_2         20
nor4_1         20
or3_1          20
o22ai_1        19
nand4_1        16
nor2b_1        16
o221ai_1       16
[final cells by class]
| cell class | count | area share, % |
|---|---|---|
| multi-input combinational | 1735 | 71.98 |
| sequential | 97 | 14.28 |
| tap | 664 | 5.093 |
| timing repair buffer | 71 | 3.851 |
| inverter | 124 | 2.853 |
| clock buffer | 11 | 1.427 |
| clock inverter | 5 | 0.5139 |
