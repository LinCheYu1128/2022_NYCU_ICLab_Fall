==> /design/flow/design.v <==
module MMSA(
    clk,
    rst_n,
    in_valid,
	in_valid2,
    matrix,
	matrix_size,
    i_mat_idx,
    w_mat_idx,
    out_valid,
    out_value
);
input        clk, rst_n, in_valid, in_valid2;
input [15:0] matrix;
input [1:0]  matrix_size;
input [3:0]  i_mat_idx, w_mat_idx;
output reg       	     out_valid;
output reg signed [39:0] out_value;
reg  [2:0]  current_state, next_state;
parameter IDLE     = 3'd0 ;
parameter INPUT_M  = 3'd1 ;
parameter WAIT_IN2 = 3'd2 ;
parameter INPUT_I  = 3'd3 ;
parameter CAL      = 3'd4 ;
parameter OUTPUT   = 3'd5 ;
integer k;
reg [4:0] counter_column;
reg [3:0] counter_row, matrix_num;
reg [3:0] matrix_size_reg; 
reg [127:0] temp_a;
reg [7:0] addr_control_i, addr_control_w;
reg signed [39:0] out_temp[0:15] ;
reg  [15:0] ip_data [0:15][0:15];
reg  [15:0] w_data  [0:15][0:15];
wire [15:0] a_temp  [0:15][0:15];
wire [39:0] y_out   [0:15][0:15];
genvar i, j;
reg  MEM_switch;      
reg MEM_wen_1, MEM_wen_2, MEM_wen_3, MEM_wen_4;
reg  [7:0] MEM_addr_1, MEM_addr_2, MEM_addr_3, MEM_addr_4;
reg  [127:0] MEM_in_1, MEM_in_2, MEM_in_3, MEM_in_4;
wire [127:0] MEM_out_1, MEM_out_2, MEM_out_3, MEM_out_4;
RA1SH_128_256 SRAM_1(.Q(MEM_out_1), .CLK(clk), .CEN(1'b0), .WEN(MEM_wen_1), .A(MEM_addr_1), .D(MEM_in_1), .OEN(1'b0) );
RA1SH_128_256 SRAM_2(.Q(MEM_out_2), .CLK(clk), .CEN(1'b0), .WEN(MEM_wen_2), .A(MEM_addr_2), .D(MEM_in_2), .OEN(1'b0) );
RA1SH_128_256 SRAM_3(.Q(MEM_out_3), .CLK(clk), .CEN(1'b0), .WEN(MEM_wen_3), .A(MEM_addr_3), .D(MEM_in_3), .OEN(1'b0) );
RA1SH_128_256 SRAM_4(.Q(MEM_out_4), .CLK(clk), .CEN(1'b0), .WEN(MEM_wen_4), .A(MEM_addr_4), .D(MEM_in_4), .OEN(1'b0) );
always @(*) begin
    if(matrix_size_reg == 1) begin
        MEM_in_1 = {96'b0 , temp_a[127:96]} ;
    end 
    else if(matrix_size_reg == 3) begin
        MEM_in_1 = {64'b0 , temp_a[127:64]} ;
    end
    else begin
        MEM_in_1 = temp_a ;
    end
end
always @(*) begin
    if(current_state == INPUT_M && !MEM_switch)begin
        if(matrix_size_reg == 15)begin
            if(counter_column == 7)
                MEM_wen_1 = 0;
            else
                MEM_wen_1 = 1;
        end
        else begin
            if(counter_column == matrix_size_reg)
                MEM_wen_1 = 0;
            else 
                MEM_wen_1 = 1;
        end 
    end
    else 
        MEM_wen_1 = 1;
end
always @(*) begin
    MEM_addr_1 = addr_control_i;
end
always @(*) begin
    if(matrix_size_reg == 15) begin
        MEM_in_2 = temp_a ;
    end 
    else begin
        MEM_in_2 = 128'b0 ;
    end
end
always @(*) begin
    if(current_state == INPUT_M && counter_column == matrix_size_reg && !MEM_switch)
        MEM_wen_2 = 0;
    else 
        MEM_wen_2 = 1;
end
always @(*) begin
    MEM_addr_2 = addr_control_i;
end
always @(*) begin
    if(matrix_size_reg == 1) begin
        MEM_in_3 = {96'b0 , temp_a[127:96]} ;
    end 
    else if(matrix_size_reg == 3) begin
        MEM_in_3 = {64'b0 , temp_a[127:64]} ;
    end
    else begin
        MEM_in_3 = temp_a ;
    end
end
always @(*) begin
    if(current_state == INPUT_M && MEM_switch)begin
        if(matrix_size_reg == 15)begin
            if(counter_column == 7)
                MEM_wen_3 = 0;
            else
                MEM_wen_3 = 1;
        end
        else begin
            if(counter_column == matrix_size_reg)
                MEM_wen_3 = 0;
            else 
                MEM_wen_3 = 1;
        end 
    end
    else 
        MEM_wen_3 = 1;
end
always @(*) begin
    MEM_addr_3 = addr_control_w;
end
always @(*) begin
    if(matrix_size_reg == 15) begin
        MEM_in_4 = temp_a ;
    end 
    else begin
        MEM_in_4 = 128'b0 ;
    end
end
always @(*) begin
    if(current_state == INPUT_M && counter_column == matrix_size_reg && MEM_switch)
        MEM_wen_4 = 0;
    else 
        MEM_wen_4 = 1;
end
always @(*) begin
    MEM_addr_4 = addr_control_w;
end
always @(posedge clk or negedge rst_n) begin
    if(!rst_n)
        MEM_switch <= 0;
    else if(next_state == INPUT_M)begin
        if(counter_row == matrix_size_reg && counter_column == matrix_size_reg && matrix_num == 15)
            MEM_switch <= 1;
        else
            MEM_switch <= MEM_switch;
    end
    else if(next_state == IDLE)begin
        MEM_switch <= 0;
    end
end
always @(posedge clk or negedge rst_n) begin
    if(!rst_n) 
        addr_control_i <= 0;
    else if(next_state == INPUT_M && counter_column == matrix_size_reg)begin
        addr_control_i <= addr_control_i + 1;
    end
    else if(next_state == INPUT_I)begin
        addr_control_i <= i_mat_idx*(matrix_size_reg+1);
    end
    else if(next_state == CAL)begin
        addr_control_i <= addr_control_i + 1;
    end
    else if(next_state == IDLE)begin
        addr_control_i <= 0;
    end
end
always @(posedge clk or negedge rst_n) begin
    if(!rst_n) 
        addr_control_w <= 0;
    else if(next_state == INPUT_M && counter_column == matrix_size_reg)begin
        addr_control_w <= (counter_row == matrix_size_reg && counter_column == matrix_size_reg && matrix_num == 15)? 0: addr_control_w + 1;
    end
    else if(next_state == INPUT_I)begin
        addr_control_w <= w_mat_idx*(matrix_size_reg+1);
    end
    else if(next_state == CAL)begin
        addr_control_w <= addr_control_w + 1;
    end
    else if(next_state == IDLE)begin
        addr_control_w <= 0;
    end
end
always @(posedge clk or negedge rst_n) begin
    if(!rst_n) temp_a <= 0;
    else if(next_state == INPUT_M) begin
        temp_a <= { matrix, temp_a[127:16]};
    end
end
always @(posedge clk or negedge rst_n) begin
    if(!rst_n) 
        counter_column <= 0;
    else if(current_state == INPUT_M)begin
        counter_column <= (counter_column == matrix_size_reg)? 0: counter_column + 1;
    end
    else if(current_state == CAL)begin
        counter_column <= (counter_column == matrix_size_reg + 1)? 0: counter_column + 1;
    end
    else if(current_state == OUTPUT)begin
        counter_column <= counter_column + 1;
    end
    else counter_column <= 0;
end
always @(posedge clk or negedge rst_n) begin
    if(!rst_n) 
        counter_row <= 0;
    else if(current_state == INPUT_M)begin
        if(counter_column == matrix_size_reg)begin
            if(counter_row == matrix_size_reg)
                counter_row <= 0;
            else 
                counter_row <= counter_row + 1;
        end
        else begin
            counter_row <= counter_row;
        end
    end
    else counter_row <= 0;
end
always @(posedge clk or negedge rst_n) begin
    if(!rst_n) 
        matrix_num <= 0;
    else if(next_state == INPUT_M)begin
        matrix_num <= (counter_row == matrix_size_reg && counter_column == matrix_size_reg)? matrix_num + 1: matrix_num;
    end
    else if(next_state == INPUT_I)begin
        matrix_num <= matrix_num + 1;
    end 
    else if(next_state == IDLE)begin
        matrix_num <= 0;
    end
end
always @(posedge clk or negedge rst_n) begin
    if(!rst_n)
        matrix_size_reg <= 1;
    else if(next_state == INPUT_M && current_state == IDLE)begin
        if(matrix_size == 0) 
            matrix_size_reg <= 1;
        else if(matrix_size == 1)
            matrix_size_reg <= 3;
        else if(matrix_size == 2)
            matrix_size_reg <= 7;
        else
            matrix_size_reg <= 15;
    end
end
generate
    for(i=0; i<16; i=i+1)begin
        for(j=0; j<16; j=j+1)begin
            if(i == 0 && j== 0)begin
                PE pe1(.clk(clk), .rst_n(rst_n), .a(ip_data[i][0]), .b(w_data[i][j]), .psum(40'b0), .a_out(a_temp[i][j]), .out(y_out[i][j]));
            end
            else if(i == 0)begin
                PE pe2(.clk(clk), .rst_n(rst_n), .a(a_temp[i][j-1]), .b(w_data[i][j]), .psum(40'b0), .a_out(a_temp[i][j]), .out(y_out[i][j]));
            end 
            else if(j == 0)begin
                PE pe2(.clk(clk), .rst_n(rst_n), .a(ip_data[i][0]), .b(w_data[i][j]), .psum(y_out[i-1][j]), .a_out(a_temp[i][j]), .out(y_out[i][j]));
            end
            else begin
                PE pe3(.clk(clk), .rst_n(rst_n), .a(a_temp[i][j-1]), .b(w_data[i][j]), .psum(y_out[i-1][j]), .a_out(a_temp[i][j]), .out(y_out[i][j]));
            end           
        end
    end
endgenerate
always @(posedge clk or negedge rst_n) begin
    if(!rst_n)begin
        for(k=0; k<16; k=k+1)begin
            ip_data[k][k] <= 0;
        end
    end
    else if(current_state == CAL && counter_column <= matrix_size_reg)begin
        ip_data[ 0][ 0] <= MEM_out_1[ 15:  0];
        ip_data[ 1][ 1] <= MEM_out_1[ 31: 16]; 
        ip_data[ 2][ 2] <= MEM_out_1[ 47: 32];
        ip_data[ 3][ 3] <= MEM_out_1[ 63: 48]; 
        ip_data[ 4][ 4] <= MEM_out_1[ 79: 64]; 
        ip_data[ 5][ 5] <= MEM_out_1[ 95: 80]; 
        ip_data[ 6][ 6] <= MEM_out_1[111: 96]; 
        ip_data[ 7][ 7] <= MEM_out_1[127:112]; 
        ip_data[ 8][ 8] <= MEM_out_2[ 15:  0]; 
        ip_data[ 9][ 9] <= MEM_out_2[ 31: 16]; 
        ip_data[10][10] <= MEM_out_2[ 47: 32]; 
        ip_data[11][11] <= MEM_out_2[ 63: 48]; 
        ip_data[12][12] <= MEM_out_2[ 79: 64]; 
        ip_data[13][13] <= MEM_out_2[ 95: 80]; 
        ip_data[14][14] <= MEM_out_2[111: 96]; 
        ip_data[15][15] <= MEM_out_2[127:112]; 
    end 
    else begin
        for(k=0; k<16; k=k+1)begin
            ip_data[k][k] <= 0;
        end
    end
end
generate
    for(i=1; i<16; i=i+1)begin
        for(j=i-1; j>=0; j=j-1)begin
            always @(posedge clk or negedge rst_n) begin
                if(!rst_n)begin
                    ip_data[i][j] <= 0;
                end
                else begin
                    ip_data[i][j] <= ip_data[i][j+1];
                end
            end     
        end
    end
endgenerate
generate
    for(i=0; i<16; i=i+1)begin
        always @(posedge clk or negedge rst_n) begin
            if(!rst_n)begin
                for(k=0; k<16; k=k+1)begin
                    w_data[i][k] <= 0;
                end
            end
            else if(current_state == CAL && counter_column <= matrix_size_reg)begin
                if(i == counter_column)begin
                    w_data[i][ 0] <= MEM_out_3[ 15:  0];
                    w_data[i][ 1] <= MEM_out_3[ 31: 16];
                    w_data[i][ 2] <= MEM_out_3[ 47: 32];
                    w_data[i][ 3] <= MEM_out_3[ 63: 48];
                    w_data[i][ 4] <= MEM_out_3[ 79: 64];
                    w_data[i][ 5] <= MEM_out_3[ 95: 80];
                    w_data[i][ 6] <= MEM_out_3[111: 96];
                    w_data[i][ 7] <= MEM_out_3[127:112];
                    w_data[i][ 8] <= MEM_out_4[ 15:  0];
                    w_data[i][ 9] <= MEM_out_4[ 31: 16];
                    w_data[i][10] <= MEM_out_4[ 47: 32];
                    w_data[i][11] <= MEM_out_4[ 63: 48];
                    w_data[i][12] <= MEM_out_4[ 79: 64];
                    w_data[i][13] <= MEM_out_4[ 95: 80];
                    w_data[i][14] <= MEM_out_4[111: 96];
                    w_data[i][15] <= MEM_out_4[127:112];
                end
            end
        end     
    end
endgenerate
always @(*) begin
    if(matrix_size_reg == 1)begin
        for(k=0; k<16; k=k+1)begin
            out_temp[k] = y_out[1][k];
        end
    end
    else if(matrix_size_reg == 3)begin
        for(k=0; k<16; k=k+1)begin
            out_temp[k] = y_out[3][k];
        end
    end
    else if(matrix_size_reg == 7)begin
        for(k=0; k<16; k=k+1)begin
            out_temp[k] = y_out[7][k];
        end
    end
    else begin
        for(k=0; k<16; k=k+1)begin
            out_temp[k] = y_out[15][k];
        end
    end
end
always@(posedge clk or negedge rst_n)begin
    if(!rst_n)begin
        current_state <= IDLE;
    end
    else begin
        current_state <= next_state;
    end
end
always@(*)begin
    if(!rst_n)
        next_state = IDLE ;
    else begin
        case(current_state)
        IDLE:
            next_state = (!in_valid)? IDLE : INPUT_M ;
        INPUT_M:
            next_state = (!in_valid) ? WAIT_IN2 : INPUT_M ;
        WAIT_IN2:
            next_state = (!in_valid2)? WAIT_IN2 : INPUT_I;
        INPUT_I:
            next_state = (!in_valid2)? CAL : INPUT_I;
        CAL:
            next_state = (counter_column == matrix_size_reg + 1)? OUTPUT: CAL;
        OUTPUT:begin
            if(matrix_size_reg == 1 && counter_column == 2)begin
                next_state = (matrix_num == 15)? IDLE : WAIT_IN2;
            end
            else if(matrix_size_reg == 3 && counter_column == 6)begin
                next_state = (matrix_num == 15)? IDLE : WAIT_IN2;
            end
            else if(matrix_size_reg == 7 && counter_column == 14)begin
                next_state = (matrix_num == 15)? IDLE : WAIT_IN2;
            end
            else if(matrix_size_reg == 15 && counter_column == 30)begin
                next_state = (matrix_num == 15)? IDLE : WAIT_IN2;
            end
            else begin
                next_state = OUTPUT;
            end
        end
        default :
            next_state = IDLE ;
        endcase
    end
end
always @(posedge clk or negedge rst_n) begin
    if (!rst_n) out_valid <= 'd0;
    else if(current_state == OUTPUT) out_valid <= 'd1;
	else out_valid <= 'd0; 
end
always @(posedge clk or negedge rst_n) begin
	if (!rst_n) out_value <= 'd0;
    else if(current_state == OUTPUT)begin
        out_value <= out_temp[ 0] + out_temp[ 1] + out_temp[ 2] + out_temp[ 3] +
                     out_temp[ 4] + out_temp[ 5] + out_temp[ 6] + out_temp[ 7] +
                     out_temp[ 8] + out_temp[ 9] + out_temp[10] + out_temp[11] +
                     out_temp[12] + out_temp[13] + out_temp[14] + out_temp[15] ; 
    end 
	else out_value <= 'd0;
end
endmodule
module PE (
    input             clk,
    input             rst_n,
    input signed      [15:0] a,
    input signed      [15:0] b,
    input signed      [39:0] psum,
    output reg signed [15:0] a_out,
    output reg signed [39:0] out
);
always @(posedge clk or negedge rst_n) begin
    if(!rst_n)begin
        out <= 40'b0;
        a_out <= 16'b0;
    end 
    else begin 
        out <= (a * b) + psum;
        a_out <= a;
    end
end
endmodule
==> /design/flow/run.sh <==
#!/bin/bash
# OpenROAD 26Q1-2900-gdf79404cd8, Yosys 0.63+post, stock flow scripts
make -C /OpenROAD-flow-scripts/flow DESIGN_CONFIG=/design/flow/config.mk WORK_HOME=/design/flow/orfs finish
==> /design/flow/config.mk <==
export PLATFORM = sky130hd
export DESIGN_NAME = PE
export DESIGN_NICKNAME = PE
export VERILOG_FILES = /design/flow/design.v
export SDC_FILE = /design/flow/constraint.sdc
export NUM_CORES = 4
export LEC_CHECK = 1
export CORE_UTILIZATION = 40
==> /design/flow/constraint.sdc <==
current_design PE

set clk_period 1.0
set clk_io_pct 0.2

create_clock -name clk0 -period $clk_period [get_ports {clk}]

set non_clock_inputs [all_inputs -no_clocks]
set_input_delay [expr $clk_period * $clk_io_pct] -clock clk0 $non_clock_inputs
set_output_delay [expr $clk_period * $clk_io_pct] -clock clk0 [all_outputs]
==> job_summary.md <==
## PnR job results

| Metric | Value |
|---|---|
| Status | `finished with violations` |
| Failing checks | `negative setup slack` |
| Sequential-to-total area share from yosys stat | `10.3%` |
| Max frequency | `181 MHz` |
| Hold Fails Final Rpt | `0` |
| Finish-stage setup viols | `43` |
| Worst Path Required | `1.21 ns` |
| Chip Height | `187 um` |
| Clock net sink count | `~56` |
| Worst rel slew slack | `79.4%` |
| Crit path kind | `in -> reg` |
| DIE WIDTH | `187 um` |
| Vias per inst | `4.66` |
| Area Growth Syn to Fin | `43.2%` |
| Registers, synthesis | `~56` |
| Post-synth top flop | `dfrtp_1` |
| Final setup TNS | `-145.29 ns` |
| Period minus WS final | `5.52 ns` |
| Initial drt markers | `approximately 240` |
| Crit end category | `flip-flop` |
| Period utilisation layout | `552%` |
| Tot GR Track Use | `a little under a quarter` |
| Largest net degree at the start of global routing | `17` |
| Mapped Area | `13600 sq um` |
| Post-route cell area | `roughly 20000 sq um` |
| DRC | `0` |
| Worst-margin pin slew | `0.309 ns` |
| Cts bufs inserted | `5` |
| Synth area leader | `fa_1` |
| Commonest Layout Cell | `inv_1` |
| # IOs | `130` |
| Most frequent cells in the layout | `inv_1, fa_1, buf_4` |
| Hold crit path type | `in -> async` |
| RePlAce Congestion | `0.911` |
| Detail Route Antenna Nets | `0` |
| Initial antenna violation count | `0` |
| Chip area | `~35000 sq um` |
| Drt first pass iters | `4` |
| Worst slack, placed | `-5.21 ns` |
| Max-area cell share | `48.4%` |
| Rows | `around 67` |
| First-pass GRT wire length | `59600 um` |
| Synth warn | `1` |
| DRT Wirelength | `35300 um` |
| Vias in the first global route | `11900` |
| Syn Area/Cell | `10.0 sq um` |
| H-tree Lvls | `2` |
| Main area contributors after synthesis | `fa_1, ha_1, dfrtp_1, inv_1, and2_1` |
| PnR worst setup slack | `-4.52 ns` |
| Fp util | `between 40% and 50%` |
| Worst-path fanout max | `4` |
| Yosys cell count | `1358` |
| CTS max path bufs | `2` |
| Cell count after synthesis | `1358` |
| Total grt overflow | `0` |
| CTS tree | `done` |
| DP HPWL | `about 28000 um` |
| Worst hold margin | `around 0.018 ns` |
| DR vias | `10200` |
| Startpoint Class | `input port` |
| Antenna Cells | `0` |
| Fin. max-slew vios | `0` |
| Distinct cell type count after synthesis | `53` |
| Clock-pin slew on the worst setup and hold paths | `about 0.080 ns` |
| Area after DPL | `about 18000 sq um` |
| Share of cells above drive strength 1 | `35.6%` |
| Unrepaired setup endpoints after global routing | `yes` |
| Routed len/inst | `16.1 um` |
| EDFF count, synth | `0` |
| OpenROAD warning count | `29` |
| Port buffer count | `129` |
| Maxcap violations | `0` |
| WP data arrival | `5.73 ns` |
| Core area | `roughly 34000 sq um` |
| Yosys stat area | `13600 sq um` |
| Async set-reset flop share out of synthesis | `roughly 100%` |
| Root buf cell | `clkbuf_16` |
## what timing repair did
item	4_1_cts	5_1_grt
resized	509	80
pin swaps	127	53
gates cloned	16	1
hold buffers	1	1
buffers inserted	67	14
setup endpoints to repair	96	86
endpoints found under the hold margin	5	1
## sequential cells by signal, indices dropped and copies added (netlist names)
signal  count
a_out      16
out        40
## worst paths after layout
path	slack, ns	startpoint	end	depth (start not counted)
max in group asynchronous	0.25	rst_n	a_out[3]	2
hold / removal	0.02	rst_n	out[33]	2
setup / recovery	-4.52	a[6]	out[39]	22
min in group clk0	0.24	a[6]	a_out[6]	3
## through the flow
step	utilization (%)	instances
4_1_cts	57.1	2183
3_3_place_gp	52.8	2094
6_report	58.2	2191
5_1_grt	58.2	2191
3_5_place_dp	52.8	2094
2_1_floorplan	-	1358
## worst max-delay path, cell delays in order
cell	delay, ns
buf_12	0.10
buf_12	0.12
and2_4	0.13
fa_1	0.55
inv_2	0.05
fa_1	0.55
fa_1	0.45
fa_1	0.52
inv_2	0.04
fa_1	0.54
inv_2	0.04
fa_1	0.55
inv_2	0.05
ha_4	0.28
nand4_1	0.20
a211oi_4	0.29
o211ai_4	0.13
a211oi_4	0.32
nor2_2	0.09
o31ai_4	0.26
o221ai_2	0.13
xnor2_1	0.13
## kinds of logic after synthesis
| family | share of synthesized area, % |
|---|---|
| multiplexers | 0.0734 |
| buffers and inverters | 11.1 |
| flip-flops | 10.3 |
| AND/OR/NAND/NOR | 11.3 |
| adder cells (fa/ha/maj) | 59.0 |
| AND-OR/OR-AND | 5.53 |
| XOR/XNOR | 2.70 |
## Yosys cell counts (4+ instances only)
master	instances
o21bai_1	4
dfrtp_1	56
ha_1	115
nand2b_1	8
a21o_1	17
and2_1	115
nand3_1	5
a21oi_1	24
xor2_1	14
xnor2_1	28
inv_1	367
clkbuf_1	32
nand2_1	143
o21a_1	4
o21ai_0	15
nor2_1	25
fa_1	330
a211oi_2	4
nor2b_1	4
## cell type report
type	count	area, sq um
clock inverter	2	60.1
timing repair buffer	413	4030
fill	2662	14000
sequential	56	1400
multi-input combinational	900	12000
clock buffer	5	125
tap	448	561
inverter	367	1380
## metal layers
metal | share of wire (%) | vias to the layer above | track usage, %
met2 | 50 | 333 | 38.9
met4 | 3.3 | 2 | 5.77
met3 | 9.3 | 55 | 8.76
met5 | 0.16 | - | 0
met1 | 37 | 5089 | 30.3
li1 | - | 4731 | -
